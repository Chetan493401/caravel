==> ./design.v <==
`timescale 1ns / 1ps
module and_32b(C,B,A );
input [31:0] A;
input [31:0] B;
output [31:0] C;
genvar i;
generate
for( i=0; i<=31; i=i+1)
begin  
nand a1(C[i] , B[i] , A[i]);
end
endgenerate
endmodule
==> ./run.sh <==
#!/bin/bash
# OpenROAD 26Q1-2900-gdf79404cd8, Yosys 0.63+post, stock flow scripts
make -C /OpenROAD-flow-scripts/flow DESIGN_CONFIG=/design/flow/config.mk WORK_HOME=/design/flow/orfs finish
==> ./config.mk <==
export PLATFORM = sky130hd
export DESIGN_NAME = and_32b
export DESIGN_NICKNAME = and_32b
export VERILOG_FILES = /design/flow/design.v
export SDC_FILE = /design/flow/constraint.sdc
export NUM_CORES = 4
export LEC_CHECK = 1
export CORE_AREA = 10 10 70 70
export DIE_AREA = 0 0 80 80
export SYNTH_HDL_FRONTEND = slang
==> ./constraint.sdc <==
current_design and_32b

set clk_period 1.0
set clk_io_pct 0.2

create_clock -name clk0 -period $clk_period

set non_clock_inputs [all_inputs -no_clocks]
set_input_delay [expr $clk_period * $clk_io_pct] -clock clk0 $non_clock_inputs
set_output_delay [expr $clk_period * $clk_io_pct] -clock clk0 [all_outputs]
==> flow_metrics.py <==
# Physical implementation metrics
metrics = {
    "outcome": {
        "status": "completed",
    },
    "sta": {
        "setup_viol": 0,
        "period_minus_slack_ns": 0.897,
        "relSlewSlack_pct": 96.0,
        "tightest_slew_ns": 0.0603,
        "period_used_pct": 89.7,
        "rsz0062_at_grt": "no",
        "drv_slew": 0,
        "finalHoldViolations": 0,
        "fmax_mhz": 1110,
    },
    "logic_synthesis": {
        "ys_area_um2": 120,
        "netlist_area_um2": 120,
        "yosys-top-cells-count": "nand2_1",
        "area_leaders": "nand2_1",
        "syn_avg_cell_area_um2": 3.75,
        "ys_warn_count": 0,
        "yosysTopAreaCellShare_pct": 100,
        "postSynthSeqShare_pct": 0,
        "most_common_cell": "nand2_1",
        "yosys-stat-cells": 32,
        "synth_top_cell_by_area": "nand2_1",
        "syn_inst": 32,
        "ys_types": 1,
    },
    "grt": {
        "grt_pass1_wl_um": 3200,
        "grt.overflow.total": 0,
        "antenna_found_initial": 0,
        "grt_max_degree": 2,
        "track_usage_pct": 6.16,
        "first_global_vias": 626,
    },
    "detailed_routing": {
        "firstDrtPassIters": 2,
        "wl_per_cell_um": 13.0,
        "drt_iter0_markers": 2,
        "diodes": 0,
        "vias_per_cell": 3.22,
        "wirelength_um": 2260,
        "vias": 560,
        "antenna_left": 0,
        "drc_errors": 0,
    },
    "placement": {
        "place_hpwl_um": 2190,
        "numPortBuffers": 96,
        "placed_cells": 174,
        "placed_area_um2": 1140,
        "gp_congestion": 0.779,
    },
    "pwr": {
        "ir_worst_vdd_uv": 75.4,
        "power_w": 0.000247,
        "p_per_area_nw_per_um2": 259,
        "p_leak_nw": 0.571,
    },
    "layout": {
        "seq_cell_count": 0,
        "syn_to_final_growth_pct": 695,
        "clkbuf_count": 0,
        "fill_cells": 407,
        "stdcell_count": 174,
        "utilization_pct": 27.9,
        "drive_gt1_share_pct": 19.5,
        "final_design_area_no_fill_um2": 955,
        "seqCellArea_um2": 0,
    },
    "floorplan": {
        "fp.dieH_um": 80,
        "die-area_um2": 6400,
        "num_rows": 21,
        "io_pins": 96,
        "die_w_um": 80,
        "core_area_um2": 3420,
        "floorplan.core_util_pct": 3.52,
    },
    "critical_path": {
        "crit_path_start": "B[25]",
        "crit_top_cell": "dlygate4sd2_1",
        "cp.buffers_inverters": 2,
        "cp_top_family": "buffers and inverters",
        "path_class": "in2out",
        "critPathMaxFanout": 1,
        "worst_setup_path_end_kind": "output port",
        "slowest_delay_ns": 0.24,
        "crit_path_start_kind": "input port",
        "endpoint": "C[25]",
        "cp_data_required_time_ns": 0.80,
        "crit_slowest_cell": "dlygate4sd2_1",
        "path_cells": "dlygate4sd2_1, nand2_1, dlygate4sd2_1",
        "arrival_ns": 0.70,
        "cp_num_cells": 3,
    },
    "clock_network": {
        "cts_setup_buffers": 0,
        "hold_buffers": 0,
    },
    "flow_run": {
        "drv_cap": 0,
        "openroad.warnings": 32,
    },
    "min_path": {
        "hp-class": "in2out",
    },
}
[report_power, final]
part           internal (W)  switching [W]
clock network             0              0
logic              0.000190      0.0000577
registers                 0              0
total              0.000190      0.0000577
[kinds of logic (layout without fill, tap and decap cells)]
| group | after synthesis | in the layout | synth area share, % |
|---|---|---|---|
| simple gates | 32 | 32 | 100 |
| buf+inv | 0 | 96 | 0 |
[layout by cell type (no fill, tap or decap)]
cell type       count
nand2_1            32
dlymetal6s2s_1      8
dlygate4sd2_1      63
buf_2              25
[area by class of cell]
class                      count  area (µm²)  share of cell area, %
multi-input combinational     32         120                   12.6
tap                           46        57.6                   6.03
timing repair buffer          96         777                   81.4
[worst min path at each step]
stage | depth (start not counted) | start | to
5_1_grt | 3 | A[27] | C[27]
4_1_cts | 3 | B[5] | C[5]
6_report | 3 | A[27] | C[27]
[through the flow]
step | setup slack (ns) | hold WS (ns) | TNS, ns
after floorplan | 0.576 | 0.415 | 0
after global placement | -0.349 | 1.30 | -10.52
after detailed placement | -0.358 | 1.29 | -10.65
after CTS | 0.0000401 | 0.737 | 0
after global routing | 0.0499 | 0.649 | 0
final | 0.103 | 0.626 | 0
[routing by layer]
metal	up-vias	share of wire, %	GRT usage (%)
met1	230	37	6.39
met5	-	0	0
li1	288	-	-
met2	42	50	11.6
met4	0	0	0
met3	0	12	2.95
[repair_timing]
action,in CTS,in global routing
gates resized,138,8
pin swaps,22,4
endpoints found under the setup margin,32,8
Power and IR drop assume default switching activity.
